===== /design/flow/run.sh =====
#!/bin/bash
# OpenROAD 26Q1-2900-gdf79404cd8, Yosys 0.63+post, stock flow scripts
make -C /OpenROAD-flow-scripts/flow DESIGN_CONFIG=/design/flow/config.mk WORK_HOME=/design/flow/orfs finish

===== /design/flow/config.mk =====
export PLATFORM = sky130hd
export DESIGN_NAME = data_buffer
export DESIGN_NICKNAME = data_buffer
export VERILOG_FILES = /design/flow/design.v
export SDC_FILE = /design/flow/constraint.sdc
export NUM_CORES = 4
export LEC_CHECK = 1
export CORE_UTILIZATION = 30

===== /design/flow/constraint.sdc =====
current_design data_buffer

set clk_period 1.5
set clk_io_pct 0.2

create_clock -name clk0 -period $clk_period [get_ports {clk}]

set non_clock_inputs [all_inputs -no_clocks]
set_input_delay [expr $clk_period * $clk_io_pct] -clock clk0 $non_clock_inputs
set_output_delay [expr $clk_period * $clk_io_pct] -clock clk0 [all_outputs]

===== /design/flow/design.v =====
`timescale 1ns / 1ps
module data_buffer #(
    parameter DATA_WIDTH = 8,
    parameter BUFFER_SIZE = 4
) (
    input clk,
    input rst,
    input [DATA_WIDTH-1:0] data_in,
    input data_valid_in,
    output wire [DATA_WIDTH*BUFFER_SIZE - 1:0] data_out  
);
    reg [DATA_WIDTH-1:0] buffer [0:BUFFER_SIZE - 1];  
    integer i;
    always @(posedge clk or posedge rst) begin
        if (rst) begin
            for (i = 0; i < BUFFER_SIZE; i = i + 1) begin
                buffer[i] <= 0;
            end
        end else if (data_valid_in) begin
            for (i = BUFFER_SIZE - 1; i > 0; i = i - 1) begin
                buffer[i] <= buffer[i-1];
            end
            buffer[0] <= data_in;
        end
    end
    genvar idx;
    generate
        for (idx = 0; idx < BUFFER_SIZE; idx = idx + 1) begin : output_assign
            assign data_out[(DATA_WIDTH*(idx+1)) - 1 -: DATA_WIDTH] = buffer[idx];
        end
    endgenerate
endmodule

==> results.txt <==
status: completed
Final Skew: 0.005302 ns
Avg WL per Cell: 12.83 µm
Final TNS setup: 0 ns
yosys cell count: 69
WP data arrival: 1.15 ns
PortBufs: 42
Starting DRT DRC Count: 26
number of CTS-inserted buffers: 5
post-layout period usage: 96.47%
CTS root buf: clkbuf_8
chip area: 0.004768 mm²
row count: 24
DR vias: 720
Synth Area per Inst: 19.55 µm²
Relative slew margins: 83.35%
yosys adder share: 0%
Ports: 43
Reg with most FFs: buffer
worst hold margin: 0.3659 ns
max-slew violation count: 0
RSZ-0062 raised after global routing: no
YS chip area: 0.001349 mm²
Synth async-reset ratio: 100.0%
Simple Share, Synth: 0%
Largest type area fraction: 59.37%
Clock Sinks: 32
Syn Inst Count: 69
largest net degree at the start of global routing: 33
Post-Syn Area: 0.001349 mm²
global-route usage over all layers: 9.881%
routed wire length: 2169 µm
# fillers: 404
share of layout cells above drive strength 1: 35.90%
post-synthesis mux area share: 35.06%
fp util: 31.19%
hold-fix buffers at CTS: 0
clk buf depth: 2
DIE WIDTH: 69.05 µm
antenna fix cells: 0
CORE AREA: 0.004324 mm²
Die H: 69.05 µm
Synth flops: 32
initial antenna violation count: 0
crit path time final: 1.447 ns
Largest register FFs: 32
hold crit path type: input port to asynchronous set/reset pin
warnings from Yosys: 2
grt ovf: 0
ys flop type: dfrtp_1
Crit Path Max Fanout: 3
Final Hold Viols: 0
aoi share: 0%
first-pass GRT wire length: 3760 µm
Setup WS pre-CTS: 0.3554 ns
Layout area overhead: 40.45%
top post-synthesis cells by count: 32 x dfrtp_1, 30 x mux2_4, 3 x buf_12, 2 x mux2_2
worst setup margin: 0.05301 ns
Crit path largest cell delay: 0.48 ns
WP buf/inv: 1
Largest regs: buffer: 32 flops
Post-Layout Cell Count: 169
Unique masters post-synth: 6
xor/xnor share: 0%
worst skew pair latency: 0.28 ns
# DRC: 0
PwrDens: 1244 mW/mm²
Slew @ Worst Pin: 0.2498 ns
Synth area leader: dfrtp_1
vias in the first global route: 777
TritonCTS clock tree: yes
CTS H-tree lvls: 2
Log Warnings: 25
ANT nets after route: 0
Logic cell area: 473.0 µm²
Final GP Congestion: 0.7009
PnR Total Power: 2357 µW
CP Capture Type: output pin
Startpoint Class: flop
Post-CTS Setup Repair Bufs: 0
Top non-seq family: multiplexers
total iterations of the first detailed-routing run: 2
Leak: 0.0008719 µW
# setup viols final: 0
EDFF count, synth: 0
Cell area leaders: dfrtp_1 59%, mux2_4 33%, buf_12 4.5%
HPWL after detailed placement: 1365 µm
Worst VDD drop: 0.5284 mV
Max Clk Rate: 691.1 MHz
Worst Path Class, Setup: flop to output pin
Vias/cell: 4.260
Max Cap Viol: 0
Synth top cell by count: dfrtp_1
Flop area: 800.8 µm²
Seq share, synth: 59.37%
CP max-delay cell: clkdlybuf4s50_1
clock-pin transition on the worst setup and hold timing paths: 0.07 ns
cell family with most CP delay: buffers and inverters
Cells after DPL: 161
CP cell instances: clkdlybuf4s50_1
crit path DRT: 1.20 ns
-- stage by stage --
step	instance area (µm²)	util [%]
finish	1894	43.81
global placement	1798	41.58
detailed placement	1798	41.58
CTS	1892	43.75
global route	1894	43.81
floorplan	1349	-
-- kinds of logic (layout without fill, tap and decap cells) --
| group | count (synthesis) | after routing |
|---|---|---|
| buffers and inverters | 5 | 53 |
| DFF | 32 | 32 |
| muxes | 32 | 32 |
-- per-layer routing --
| layer | GRT usage [%] | share of wire, % | up-vias |
|---|---|---|---|
| li1 | - | - | 330 |
| met1 | 16.59 | 51 | 360 |
| met2 | 13.16 | 42 | 27 |
| met3 | 2.967 | 6.1 | 3 |
| met4 | 1.814 | 1.4 | 0 |
| met5 | 0 | 0 | - |
-- power breakdown --
part | internal, µW | switching [µW]
sequential | 1010 | 109
combinational | 468 | 90.5
clock | 372 | 304
total | 1850 | 503
-- cells in the final DEF, fill, tap and decap left out --
cell,netlist,layout
inv_1,1,1
clkinvlp_4,0,1
clkbuf_1,0,1
buf_2,0,1
clkbuf_8,0,6
mux2_4,30,30
clkdlybuf4s50_1,0,40
mux2_2,2,2
dfrtp_1,32,32
buf_12,3,2
dlymetal6s2s_1,0,1
-- layout make-up --
type                       instances  area share (%)
clock buffer                       7           4.557
clock inverter                     1          0.3963
inverter                           1          0.1982
multi-input combinational         32           24.97
sequential                        32           42.27
tap                               52           3.435
timing repair buffer              44           24.17
-- worst paths after layout --
check / slack (ns) / cells past startpoint / startpoint / end
setup / recovery: 0.05 / 1 / buffer[2][5] / data_out[21]
setup reg to reg: 0.71 / 1 / buffer[2][5] / buffer[3][5]
max in group asynchronous: 0.96 / 3 / rst / buffer[0][7]
min in group clk0: 0.51 / 1 / buffer[3][7] / buffer[3][7]
hold / removal: 0.37 / 3 / rst / buffer[2][7]
hold reg to reg: 0.51 / 1 / buffer[3][7] / buffer[3][7]
-- what timing repair did --
| action | CTS | global route |
|---|---|---|
| setup endpoints to repair | 0 | 1 |
| hold endpoints to repair | 0 | 0 |
| gates resized | 0 | 1 |
No activity file was given, so power comes from the tool's default toggle rates.
