`design/flow/run.sh`:
```
#!/bin/bash
# OpenROAD 26Q1-2900-gdf79404cd8, Yosys 0.63+post, stock flow scripts
make -C /OpenROAD-flow-scripts/flow DESIGN_CONFIG=/design/flow/config.mk WORK_HOME=/design/flow/orfs finish
```
`design/flow/config.mk`:
```
export PLATFORM = sky130hd
export DESIGN_NAME = adder_tree
export DESIGN_NICKNAME = adder_tree
export VERILOG_FILES = /design/flow/design.v
export SDC_FILE = /design/flow/constraint.sdc
export NUM_CORES = 4
export LEC_CHECK = 1
export CORE_AREA = 10 10 92 92
export DIE_AREA = 0 0 102 102
```
`design/flow/constraint.sdc`:
```
current_design adder_tree

set clk_period 8.4
set clk_io_pct 0.2

create_clock -name clk0 -period $clk_period

set non_clock_inputs [all_inputs -no_clocks]
set_input_delay [expr $clk_period * $clk_io_pct] -clock clk0 $non_clock_inputs
set_output_delay [expr $clk_period * $clk_io_pct] -clock clk0 [all_outputs]
```
`design/flow/design.v`:
```
`timescale 1ns / 1ps
module adder_tree #(
    parameter DATA_WIDTH = 8,
    parameter BUFFER_SIZE = 4,
    parameter SUM_WIDTH = $clog2(BUFFER_SIZE) + DATA_WIDTH
) (
    input [DATA_WIDTH*BUFFER_SIZE - 1:0] data_in_vector,  
    output reg [SUM_WIDTH-1:0] sum_out
);
    wire [DATA_WIDTH-1:0] data_in [0:BUFFER_SIZE - 1];  
    genvar idx;
    generate
        for (idx = 0; idx < BUFFER_SIZE; idx = idx + 1) begin : unpack_loop
            assign data_in[idx] = data_in_vector[(DATA_WIDTH*(idx+1)) - 1 -: DATA_WIDTH];
        end
    endgenerate
    integer i;
    reg [SUM_WIDTH-1:0] local_sum;
    always @(*) begin
        local_sum = 0;
        for (i = 0; i < BUFFER_SIZE; i = i + 1) begin
            local_sum = local_sum + data_in[i];
        end
        sum_out = local_sum;
    end
endmodule
```
==> flow_summary_export.csv <==
group,metric,value,unit
placed_design,dp_slack,1.83,ns
placed_design,post-dp-hpwl,1.93,mm
power,powerDensity,145,nW/um2
die,die_height,102,um
routing,drt_pass1_iterations,3,
worst_setup_path,critical_path.slowest_cell,"fa_1",
layout,ff_latch_area,0,um2
grt,grt_first_pass_wirelength,3.29,mm
final_timing,clock.fmax,0.152,GHz
routing,routed_vias_inst,3.36,
worst_setup_path,path_buffers,2,
final_timing,actual_slew_at_the_worst_max_slew_pin,0.346,ns
grt,groute.usage.overall,3.82,%
routing,top_layer,"met3",
worst_setup_path,startpoint_type,"input pin",
cts,post_cts.resized_instances,0,
die,ioPinCount,42,
layout,area_growth,66.3,%
cts,hold_buf_count_cts,0,
worst_setup_path,critical_path_required,6.72,ns
power,clkPwrFrac,0,%
flow_run,max_cap_violations,0,
power,power_frac_comb,100.0,%
logic_synthesis,mux_share,1.28,%
logic_synthesis,synthesis.area_per_instance,8.12,um2
logic_synthesis,synth-adder-area-share,55.5,%
routing,first_iter_violations,18,
layout,final_layout_size_suffix_gt1_share,0.725,%
logic_synthesis,synth_seq_share,0,%
logic_synthesis,ys_area,779,um2
power,p_switching,0.0750,mW
layout,nFlopsAndLatches,0,
worst_setup_path,crit_path_start,"data_in_vector[1]",
placed_design,gp_routability_congestion,0.753,
grt,grt_overflow_total,0,
routing,antenna_cells,0,
logic_synthesis,yosys_cells,96,
flow_run,openroad.warnings,32,
final_timing,final.setup.tns,0,ns
routing,wl_met3,320,um
final_timing,timing.final.ws_setup,1.84,ns
status,status,"finished clean",
grt,antenna_found_initial,0,
power,leakage,0.642,nW
final_timing,period_minus_slack,6.56,ns
worst_setup_path,path_max_fanout,2,
logic_synthesis,xor_area_share,4.49,%
power,internal_power,0.112,mW
routing,detail_route.wirelength,1.99,mm
final_timing,final-max-slew-violation-count,0,
worst_setup_path,crit_path_cell_trace,"clkdlybuf4s50_1 -> fa_1 -> fa_1 -> ha_1 -> fa_1 -> a21oi_1 -> nor2_1 -> nor2_1 -> xnor2_1 -> clkdlybuf4s50_1",
logic_synthesis,and_or_or_and_cells_area_fraction,11.6,%
final_timing,post-route-period-util,78.1,%
power,power.share.switching,40.0,%
worst_setup_path,max_stage_delay,0.58,ns
routing,num_vias,722,
die,die.size.x,102,um
routing,met2_wirelength,785,um
worst_setup_path,critPathArrivalTime,4.88,ns
worst_setup_path,worst_path_most_repeated_cell,"fa_1",
layout,clkbuf_count,0,
final_timing,setup_viol,0,
die,fp.coreArea,6460,um2
logic_synthesis,ys.warnings.count,1,
logic_synthesis,syn_inst,96,
worst_setup_path,setup.worst_path.end_class,"primary output",
min_path,holdCritStartpoint,"data_in_vector[24]",
worst_setup_path,timing.critical_path.max_delay_family,"adder cells",
final_timing,finalHoldViolations,0,
placed_design,place.port_buffers,42,
power,share_seq_of_total_power,0,%
die,dieArea,10400,um2
min_path,hold_path.class,"input pin to primary output",
cts,post_cts.repair.setup_buffers,0,
power,finalPower,0.187,mW
die,floorplanUtilization,12.1,%
routing,route.detailed.drc,0,
routing,drtAntennaViolNets,0,
final_timing,rsz0062_at_grt,"false",
routing,routed_wire_length_per_instance,9.27,um
grt,maximum_number_of_pins_on_one_net_before_global_route_repair,7,
final_timing,max_slew_margin,76.4,%
worst_setup_path,worstSetupPathType,"input pin to primary output",
final_timing,final.hold.worst_slack,4.40,ns
logic_synthesis,yosys.cell_types.count,20,
logic_synthesis,syn-cell-area,779,um2
layout,fillers,718,
routing,wirelength_met1,887,um
grt,vias_in_the_first_global_route,728,
die,fp-row-count,29,
logic_synthesis,top_logic_kind,"adder cells",
power,worst_ir_drop_vdd,49.5,uV
logic_synthesis,simple_gate_area_share,7.38,%
Yosys cell counts (all sizes together):
master	count	area share, %
inv	41	20
nand3	2	1.3
a21o	2	1.9
nand2	3	1.4
fa	16	41
xor2	2	2.2
a21oi	5	3.2
xnor2	2	2.2
nor4	1	0.80
mux2i	1	1.3
nor2b	2	1.6
a311o	2	2.6
nor3	2	1.3
o21bai	1	0.96
o21ai	1	0.64
a221oi	1	1.1
ha	9	14
nor2	2	0.96
a2111oi	1	1.1
kinds of logic (layout without fill, tap and decap cells):
kind of cell	Yosys count	in the layout
adder cells (fa/ha/maj)	25	25
AND-OR/OR-AND	13	13
multiplexers	1	1
buffers and inverters	41	83
XOR/XNOR	4	4
AND/OR/NAND/NOR	12	12
per-layer routing:
| layer | GRT usage [%] | vias up |
|---|---|---|
| met5 | 0 | - |
| met4 | 0 | 0 |
| met3 | 1.98 | 0 |
| met2 | 6.07 | 33 |
| met1 | 4.85 | 318 |
| li1 | - | 371 |
per-stage QoR:
step           cells  instance area, um2  utilization [%]
3_3_place_gp     215                1300             20.1
5_1_grt          215                1300             20.1
4_1_cts          215                1300             20.1
2_1_floorplan     96                 779                -
6_report         215                1300             20.1
3_5_place_dp     215                1300             20.1
cell type report:
type | instances | area (um2) | share of cell area [%]
well taps | 77 | 96.3 | 7.43
multi-input cells | 55 | 626 | 48.3
repair buffers | 42 | 420 | 32.4
inverters | 41 | 154 | 11.9
placed cells by master, fill, tap and decap left out, types with 2 or more instances in the layout:
cell	netlist	layout
nand2_1	3	3
a21oi_1	5	5
a21o_1	2	2
nor2_1	2	2
nor2b_1	2	2
fa_1	16	16
nand3_1	2	2
xor2_1	2	2
ha_1	9	9
a311o_1	2	2
inv_1	40	40
clkdlybuf4s50_1	0	42
nor3_1	2	2
xnor2_1	2	2
worst paths after layout:
| check | to | slack (ns) | depth (start not counted) |
|---|---|---|---|
| worst max-delay path | sum_out[7] | 1.84 | 10 |
| worst min-delay path | sum_out[0] | 4.40 | 3 |
power groups by stage:
stage / logic (mW) / clock network [mW] / registers [mW]
CTS: 0.195 / 0 / 0
global route: 0.217 / 0 / 0
finish: 0.187 / 0 / 0
Power is estimated from default activity; no workload was simulated.
